### run.sh
#!/bin/bash
# OpenROAD 26Q1-2900-gdf79404cd8, Yosys 0.63+post, stock flow scripts
make -C /OpenROAD-flow-scripts/flow DESIGN_CONFIG=/design/flow/config.mk WORK_HOME=/design/flow/orfs finish
### config.mk
export PLATFORM = sky130hd
export DESIGN_NAME = execute
export DESIGN_NICKNAME = execute
export VERILOG_FILES = /design/flow/design.v
export SDC_FILE = /design/flow/constraint.sdc
export NUM_CORES = 4
export LEC_CHECK = 1
export CORE_UTILIZATION = 30
### constraint.sdc
current_design execute

set clk_period 15.4
set clk_io_pct 0.2

create_clock -name clk0 -period $clk_period [get_ports {clk}]

set non_clock_inputs [all_inputs -no_clocks]
set_input_delay [expr $clk_period * $clk_io_pct] -clock clk0 $non_clock_inputs
set_output_delay [expr $clk_period * $clk_io_pct] -clock clk0 [all_outputs]
### design.v
`timescale 1ns / 1ps
module alu(alucode,op1,op2,alu_result,br_taken,mem_access_width,is_load_unsigned);
  input wire [5:0] alucode;      
  input wire [31:0] op1;         
  input wire [31:0] op2;         
  output reg [31:0] alu_result;  
  output reg br_taken;    
  output reg [1:0] mem_access_width;
  output reg is_load_unsigned;
  wire signed [31:0] op1_signed;
  wire signed [31:0] op2_signed;
  assign op1_signed = $signed(op1);
  assign op2_signed = $signed(op2);
  always@(alucode,op1,op2) begin
    case (alucode)
      6'd0: begin
        alu_result <= op2;
        br_taken <= 1'b0;
        mem_access_width <= 2'd0;
        is_load_unsigned <= 1'b0;
      end
      6'd1: begin
        alu_result <= op2 + 4;
        br_taken <= 1'b1;
        mem_access_width <= 2'd0;
        is_load_unsigned <= 1'b0;
      end
      6'd2: begin
        alu_result <= op2 + 4;
        br_taken <= 1'b1;
        mem_access_width <= 2'd0;
        is_load_unsigned <= 1'b0;
      end
      6'd3: begin
        alu_result <= 0;
        br_taken <= (op1 == op2) ? 1'b1 : 1'b0;
        mem_access_width <= 2'd0;
        is_load_unsigned <= 1'b0;
      end
      6'd4: begin
        alu_result <= 0;
        br_taken <= op1 != op2 ? 1'b1 : 1'b0;
        mem_access_width <= 2'd0;
        is_load_unsigned <= 1'b0;
      end
      6'd5: begin
        alu_result <= 0;
        if ((op1 - op2) & (32'b1 << 31)) begin
          br_taken <= 1'b1;
        end
        else begin
          br_taken <= 1'b0;
        end
        mem_access_width <= 2'd0;
        is_load_unsigned <= 1'b0;
      end
      6'd6: begin
        alu_result <= 0;
        if ( ((op2 - op1) & (32'b1 << 31)) || (op1 == op2)) begin
          br_taken <= 1'b1;
        end
        else begin
          br_taken <= 1'b0;
        end
        mem_access_width <= 2'd0;
        is_load_unsigned <= 1'b0;
      end
      6'd7: begin
        alu_result <= 0;
        br_taken <= op1 < op2 ? 1'b1 : 1'b0;
        mem_access_width <= 2'd0;
        is_load_unsigned <= 1'b0;
      end
      6'd8: begin
        alu_result <= 0;
        br_taken <= op1 >= op2 ? 1'b1 : 1'b0;
        mem_access_width <= 2'd0;
        is_load_unsigned <= 1'b0;
      end
      6'd9: begin
        alu_result <= op1 + op2;
        br_taken <= 1'b0;
        mem_access_width <= 2'd1;
        is_load_unsigned <= 1'b0;
      end
      6'd10: begin
        alu_result <= op1 + op2;
        br_taken <= 1'b0;
        mem_access_width <= 2'd2;
        is_load_unsigned <= 1'b0;
      end
      6'd11: begin
        alu_result <= op1 + op2;
        br_taken <= 1'b0;
        mem_access_width <= 2'd3;
        is_load_unsigned <= 1'b0;
      end
      6'd12: begin
        alu_result <= op1 + op2;
        br_taken <= 1'b0;
        mem_access_width <= 2'd1;
        is_load_unsigned <= 1'b1;
      end
      6'd13: begin
        alu_result <= op1 + op2;
        br_taken <= 1'b0;
        mem_access_width <= 2'd2;
        is_load_unsigned <= 1'b1;
      end
      6'd14: begin
        alu_result <= op1 + op2;
        br_taken <= 1'b0;
        mem_access_width <= 2'd1;
        is_load_unsigned <= 1'b0;
      end
      6'd15: begin
        alu_result <= op1 + op2;
        br_taken <= 1'b0;
        mem_access_width <= 2'd2;
        is_load_unsigned <= 1'b0;
      end
      6'd16: begin
        alu_result <= op1 + op2;
        br_taken <= 1'b0;
        mem_access_width <= 2'd3;
        is_load_unsigned <= 1'b0;
      end
      6'd17: begin
        alu_result <= (op1 + op2) & 32'hffffffff;
        br_taken <= 1'b0;
        mem_access_width <= 2'd0;
        is_load_unsigned <= 1'b0;
      end
      6'd18: begin
        alu_result <= op1 - op2;
        br_taken <= 1'b0;
        mem_access_width <= 2'd0;
        is_load_unsigned <= 1'b0;
      end
      6'd19: begin
        if ((op1 - op2) & (32'b1 << 31)) begin
          alu_result <= 1;
        end
        else begin
          alu_result <= 0;
        end
        br_taken <= 1'b0;
        mem_access_width <= 2'd0;
        is_load_unsigned <= 1'b0;
      end
      6'd20: begin
        alu_result <= op1 < op2 ? 1 : 0;;
        br_taken <= 1'b0;
        mem_access_width <= 2'd0;
        is_load_unsigned <= 1'b0;
      end
      6'd21: begin
        alu_result <= op1 ^ op2;
        br_taken <= 1'b0;
        mem_access_width <= 2'd0;
        is_load_unsigned <= 1'b0;
      end
      6'd22: begin
        alu_result <= op1 | op2;
        br_taken <= 1'b0;
        mem_access_width <= 2'd0;
        is_load_unsigned <= 1'b0;
      end
      6'd23: begin
        alu_result <= op1 & op2;
        br_taken <= 1'b0;
        mem_access_width <= 2'd0;
        is_load_unsigned <= 1'b0;
      end
      6'd24: begin
        alu_result <= op1 << (op2 & 5'b11111);
        br_taken <= 1'b0;
        mem_access_width <= 2'd0;
        is_load_unsigned <= 1'b0;
      end
      6'd25: begin
        alu_result <= op1 >> (op2 & 5'b11111);
        br_taken <= 1'b0;
        mem_access_width <= 2'd0;
        is_load_unsigned <= 1'b0;
      end
      6'd26: begin
        alu_result <= $signed(op1) >>> ($signed(op2) & 5'b11111);
        br_taken <= 1'b0;
        mem_access_width <= 2'd0;
        is_load_unsigned <= 1'b0;
      end
      6'd63: begin
        alu_result <= 32'd0;
        br_taken <= 1'b0;
        mem_access_width <= 2'd0;
        is_load_unsigned <= 1'b0;
      end
    endcase
  end
endmodule
`timescale 1ns / 1ps
module exec_switcher(pc,rs1,rs2,imm,alu_code,alu_op1_type,alu_op2_type,alu_op1,alu_op2,npc_op1,npc_op2);
  input wire [31:0] pc;
  input wire [31:0] rs1;
  input wire [31:0] rs2;
  input wire [31:0] imm;
  input wire [6:0] alu_code;
  input wire [1:0] alu_op1_type;
  input wire [1:0] alu_op2_type;
  output wire [31:0] alu_op1;
  output wire [31:0] alu_op2;
  output [31:0] npc_op1;
  output [31:0] npc_op2;
  reg [31:0] npc_op1;
  reg [31:0] npc_op2;
  assign alu_op1 = (alu_op1_type == 2'd1) ? rs1 : (alu_op1_type == 2'd2) ? imm : (alu_op1_type == 2'd3) ? pc :  32'd0;
  assign alu_op2 = (alu_op2_type == 2'd1) ? rs2 : (alu_op2_type == 2'd2) ? imm : (alu_op2_type == 2'd3) ? pc :  32'd0;
  always@(*) begin
    case (alu_code)
      6'd1: begin
        npc_op1 <= pc;
        npc_op2 <= imm;
      end
      6'd2: begin
        npc_op1 <= rs1;
        npc_op2 <= imm;
      end
      6'd3: begin
        npc_op1 <= pc;
        npc_op2 <= imm;
      end
      6'd4: begin
        npc_op1 <= pc;
        npc_op2 <= imm;
      end
      6'd5: begin
        npc_op1 <= pc;
        npc_op2 <= imm;
      end
      6'd6: begin
        npc_op1 <= pc;
        npc_op2 <= imm;
      end
      6'd7: begin
        npc_op1 <= pc;
        npc_op2 <= imm;
      end
      6'd8: begin
        npc_op1 <= pc;
        npc_op2 <= imm;
      end
      default : begin
        npc_op1 <= pc;
        npc_op2 <= 32'd4;
      end
    endcase
  end
endmodule
`timescale 1ns / 1ps
module execute(clk,pc,src1_data,src2_data,imm,alu_code,alu_op1_type,alu_op2_type,alu_result,w_data,mem_access_width,is_load_unsigned,npc);
  input clk;
  input wire [31:0] pc;
  input wire [31:0] src1_data;
  input wire [31:0] src2_data;
  input wire [31:0] imm;
  input wire [5:0] alu_code;
  input wire [1:0] alu_op1_type;
  input wire [1:0] alu_op2_type;
  reg [31:0] pc_reg_ex;
  reg [31:0] src1_data_reg;
  reg [31:0] src2_data_reg;
  reg [31:0] imm_reg;
  reg [5:0] alu_code_reg;
  reg [1:0] alu_op1_type_reg;
  reg [1:0] alu_op2_type_reg;
  wire [31:0] alu_op1;
  wire [31:0] alu_op2;
  wire [31:0] npc_op1;
  wire [31:0] npc_op2;
  wire br_taken;
  output wire [31:0] alu_result;
  output wire [31:0] w_data;
  output wire [1:0] mem_access_width;
  output wire is_load_unsigned;
  output wire [31:0] npc;
  assign w_data = src2_data;
  always@(posedge clk) begin
    pc_reg_ex <= pc;
    src1_data_reg <= src1_data;
    src2_data_reg = src2_data;
    imm_reg <= imm;
    alu_code_reg <= alu_code;
    alu_op1_type_reg <= alu_op1_type;
    alu_op2_type_reg <= alu_op2_type;
  end
  exec_switcher exec_switcher(pc_reg_ex,src1_data_reg,src2_data_reg,imm_reg,alu_code_reg,alu_op1_type_reg,alu_op2_type_reg,alu_op1,alu_op2,npc_op1,npc_op2);
  alu alu(alu_code_reg,alu_op1,alu_op2,alu_result,br_taken,mem_access_width,is_load_unsigned);
  npc_gen npc_gen(npc_op1,npc_op2,br_taken,npc);
endmodule
`timescale 1ns / 1ps
module npc_gen(npc_op1,npc_op2,br_taken,npc);
  input wire [31:0] npc_op1;
  input wire [31:0] npc_op2;
  input wire br_taken;
  output wire [31:0] npc;
  assign npc = (br_taken == 1'b1) ? npc_op1 + npc_op2 : npc_op1 + 4;
endmodule
==> flow_metrics.tcl <==
# implementation run metrics
set metrics [dict create \
    crit_buf_inv 2 \
    viasPerCell 5.69 \
    ys.flop_type "dfxtp_1" \
    cp-startpoint "alu_code_reg[2]" \
    gp_congestion 1.03 \
    boundaryPins 238 \
    ys_chip_area_mm2 0.0187 \
    postSynthCellCount 2536 \
    cp_top_family "AND-OR/OR-AND gates" \
    fin_util 0.359 \
    synth_cell_types 89 \
    top_area_cell "dfxtp_1" \
    die.size.y_um 251 \
    period_used_share 0.595 \
    wirelength_um 84800 \
    endpoint "npc[31]" \
    outcome "finished, final reports clean" \
    hold_viol 0 \
    die-area_mm2 0.0632 \
    syn_area_per_cell_um2 7.36 \
    clockRootBuffer "clkbuf_16" \
    cts_setup_buffers 0 \
    path_class "flip-flop to primary output" \
    slew_viol_final 0 \
    crit_path_start_kind "flip-flop" \
    slew_headroom 0.331 \
    grt_pass1_vias 19100 \
    powerDensity_mw_per_mm2 74.3 \
    min_path_type "input port to flip-flop" \
    vias 19800 \
    fp_util 0.303 \
    drv_cap 0 \
    untimed_endpoints 71 \
    num_rows 91 \
    grt_antenna_before_repair 1 \
    final_antenna_net_count 0 \
    drt_iter0_markers 1803 \
    postLayoutCellArea_mm2 0.0221 \
    rsz0062_at_grt "false" \
    wl_per_cell_um 24.3 \
    fmax_mhz 109 \
    cts_tree "done" \
    crit_path_cell_trace "nor4_4 > nand2_4 > mux2i_1 > inv_1 > ha_1 > o21ai_0 > a221oi_1 > a21oi_1 > a211oi_1 > a211oi_1 > o31ai_1 > a21oi_1 > nor3_1 > nor3_1 > xor2_1 > clkdlybuf4s50_1" \
    edf_count 0 \
    setup-violations-final 0 \
    diodes 0 \
    power.leakage_nw 9.24 \
    cpPeakStageDelay_ns 0.69 \
    grt_start_max_net_pins 70 \
    final.setup.tns_ns 0 \
    crit_path_end_kind "primary output" \
    peakVddDrop_v 0.0000834 \
    drc 0 \
    port_buffers 237 \
    ys_warn_count 4 \
    path_depth 16 \
    cts_made_buffers 17 \
    fill_cells 6421 \
    die_x_um 251 \
    required_ns 12.32 \
    ys_cells 2536 \
    cts_resized 0 \
    grt_pass1_wl_um 125000 \
    ys_ff 174 \
    postCtsHoldBufs 0 \
    place_hpwl_um 64700 \
    netlist_area_mm2 0.0187 \
    grt_use_total 0.270 \
    core_area_mm2 0.0616 \
    tightest_slew_ns 1.00 \
    top_cells_by_area "dfxtp_1, ha_1, mux2i_1" \
    cts_max_path_buffers 2 \
    layout-drive-gt1-share 0.0785 \
    place_area_mm2 0.0215 \
    cpMaxStageDelayCell "nor4_4" \
    clkTransAtPathRegs_ns 0.08 \
    arrival_ns 6.08 \
    path_max_fanout 26 \
    synthArstFlopShare 0 \
    synthToLayoutAreaGrowth_pct 18.7 \
    p_total_mw 1.65 \
    period_minus_slack_ns 9.16 \
    unclocked_regs 36 \
    overflow 0 \
    cts_max_level 4 \
    warnings 121 \
    top_area_frac 0.148 \
    dr.pass1.iters 6 \
]
## stage by stage
step	hold WS, ns	setup WS (ns)	std cells
after floorplan	3.11	8.01	2536
after global placement	3.53	6.85	3456
after detailed placement	3.53	6.83	3456
after CTS	2.99	6.26	3488
after global routing	3.01	5.72	3488
final	3.02	6.24	3488
## power breakdown
group	leakage (nW)	switching, mW	internal (mW)	total (mW)
logic	7.51	0.493	0.301	0.794
registers	1.45	0.0228	0.395	0.417
clock network	0.281	0.188	0.246	0.434
## how the worst min path moves through the flow
| stage | cells past startpoint | to | startpoint |
|---|---|---|---|
| after CTS | 1 | alu_code_reg[0] | alu_code[0] |
| after global routing | 1 | alu_code_reg[0] | alu_code[0] |
| final | 1 | alu_code_reg[0] | alu_code[0] |
## synthesized netlist by cell type (38+ instances only)
cell	number
mux2i_1	114
ha_1	161
a21oi_1	183
mux2_2	78
xnor2_1	73
clkbuf_1	123
nor3_1	50
a21o_1	38
dfxtp_1	138
and2_1	43
a211oi_1	45
nand3_1	62
nand2_1	249
inv_1	117
nor2_1	230
buf_4	41
a22oi_1	44
o21ai_0	185
## cell families after synthesis
| family | synth area share |
|---|---|
| AND-OR/OR-AND | 0.292 |
| adder cells (fa/ha/maj) | 0.111 |
| XOR/XNOR | 0.0437 |
| latches | 0.0290 |
| multiplexers | 0.110 |
| buffers and inverters | 0.0766 |
| AND/OR/NAND/NOR | 0.189 |
| flip-flops | 0.148 |
## cell usage in the layout (no fill, tap or decap), types with 9 or more instances in the layout
cell type and n:
o31ai_1 20, nor2b_1 17, ha_1 161, o21ai_0 185
a211oi_1 45, a32oi_1 13, or3_1 12, nand2_1 249
o22ai_1 32, mux2i_1 114, nand2b_1 19, xnor2_1 73
nor3_1 49, dfxtp_1 135, nor2_1 229, dlxtn_1 35
o211ai_1 21, a21oi_1 182, a221oi_1 26, a221o_1 15
o21a_1 9, a22oi_1 41, buf_4 54, clkdlybuf4s50_1 237
o221ai_1 17, and3_1 17, xor2_1 20, and2_1 43
o21bai_1 20, nand4_1 9, nand3_1 62, nor4_1 19
mux2_2 78, clkbuf_16 17, a31oi_1 34, inv_1 116
a21o_1 38, a22o_1 35
## layer usage
metal  part of all wire  up-vias  track usage
met2               0.46      861        0.435
li1                   -     9417            -
met5                  0        -            0
met1               0.41     9356        0.355
met3              0.070      206       0.0442
met4              0.055        0        0.124
## area by class of cell
type                            count  area [um2]  share of cell area
Multi-Input combinational cell   2034       14000               0.630
Sequential cell                   174        3310               0.149
Timing Repair Buffer              291        2780               0.125
Tap cell                          837        1050              0.0473
Inverter                          120         450              0.0203
Clock buffer                       19         443              0.0200
Clock inverter                     13         156             0.00706
No activity file was given, so power comes from the tool's default toggle rates.
