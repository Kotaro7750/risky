<file path="config.mk">
export PLATFORM = sky130hd
export DESIGN_NAME = decode
export DESIGN_NICKNAME = decode
export VERILOG_FILES = /design/flow/design.v
export SDC_FILE = /design/flow/constraint.sdc
export NUM_CORES = 4
export LEC_CHECK = 1
export CORE_AREA = 10 10 111 111
export DIE_AREA = 0 0 121 121
</file>
<file path="constraint.sdc">
current_design decode

set clk_period 5.0
set clk_io_pct 0.2

create_clock -name clk0 -period $clk_period [get_ports {clk}]

set non_clock_inputs [all_inputs -no_clocks]
set_input_delay [expr $clk_period * $clk_io_pct] -clock clk0 $non_clock_inputs
set_output_delay [expr $clk_period * $clk_io_pct] -clock clk0 [all_outputs]
</file>
<file path="design.v">
`timescale 1ns / 1ps
module decode(clk,inst_b,src1_reg,src2_reg,dst_reg,imm,alu_code,alu_op1_type,alu_op2_type,reg_w_enable_0,is_load,is_store,is_halt);
  input clk;
  input wire [31:0] inst_b;    
  reg [31:0] inst_b_reg;
  output  wire [4:0]	src1_reg;   
  output  wire [4:0]	src2_reg;   
  output wire [4:0] dst_reg;
  output wire [31:0]	imm;           
  output wire   [5:0]	alu_code;       
  output wire   [1:0]	alu_op1_type;   
  output wire   [1:0]	alu_op2_type;   
  output wire	     	reg_w_enable_0;        
  output wire		is_load;       
  output wire		is_store;      
  output wire    is_halt;
  wire	     	reg_w_enable;        
  assign reg_w_enable_0 = dst_reg == 0 ? 0 : reg_w_enable;
  always@(posedge clk)begin
    inst_b_reg <= inst_b;
    end
  decoder decoder(inst_b_reg,src1_reg,src2_reg,dst_reg,imm,alu_code,alu_op1_type,alu_op2_type,reg_w_enable,is_load,is_store,is_halt);
endmodule
`timescale 1ns / 1ps
module decoder(inst_b,src1_reg,src2_reg,dst_reg,imm,alu_code,alu_op1_type,alu_op2_type,reg_w_enable,is_load,is_store,is_halt);
  input  wire [31:0]  inst_b;            
  output [4:0]	src1_reg;   
  output [4:0]	src2_reg;   
  output [4:0]	dst_reg;    
  output [31:0]	imm;           
  output reg   [5:0]	alu_code;       
  output reg   [1:0]	alu_op1_type;   
  output reg   [1:0]	alu_op2_type;   
  output reg	     	reg_w_enable;        
  output reg		is_load;       
  output reg		is_store;      
  output reg    is_halt;
  reg [31:0]	imm;
  reg [4:0] src1_reg;
  reg [4:0] src2_reg;
  reg [4:0] dst_reg;
  wire [6:0] opcode;
  wire [2:0] opcode_2;
  wire [6:0] opcode_3;
  assign opcode = inst_b[6:0];
  assign opcode_2 = inst_b[14:12];
  assign opcode_3 = inst_b[31:25];
  always@(inst_b) begin
    is_halt <= 1'b0;
    case (opcode)
      7'b0010011: begin
        alu_op1_type <= 2'd1;
        alu_op2_type <= 2'd2;
        reg_w_enable <= 1'b1;
        is_load <= 1'b0;
        is_store <= 1'b0;
        is_halt <= 1'b0;
        src1_reg <= inst_b[19:15];
        src2_reg <= 0;
        dst_reg <= inst_b[11:7];
        if (opcode_2 != 3'b001 && opcode_2 != 3'b101) begin
          imm <= {{20{inst_b[31]}},inst_b[31:20]};
          case (opcode_2)
            3'b000: begin
              alu_code <= 6'd17;
            end
            3'b010: begin
              alu_code <= 6'd19;
            end
            3'b011: begin
              alu_code <= 6'd20;
            end
            3'b100: begin
              alu_code <= 6'd21;
            end
            3'b110: begin
              alu_code <= 6'd22;
            end
            3'b111: begin
              alu_code <= 6'd23;
            end
          endcase
        end
        else begin
          imm <= {{27{inst_b[24]}},inst_b[24:20]};
          if (opcode_2 == 3'b001) begin
            alu_code <= 6'd24;
          end
          else if (opcode_2 == 3'b101) begin
            if (opcode_3 == 7'b0000000) begin
              alu_code <= 6'd25;
            end
            else begin
              alu_code <= 6'd26;
            end
          end
        end
      end
      7'b0110011: begin
        alu_op1_type <= 2'd1;
        alu_op2_type <= 2'd1;
        reg_w_enable <= 1'b1;
        is_load <= 1'b0;
        is_store <= 1'b0;
        is_halt <= 1'b0;
        src1_reg <= inst_b[19:15];
        src2_reg <= inst_b[24:20];
        dst_reg <= inst_b[11:7];
        imm <= 32'b0;
        case (opcode_2)
          3'b000: begin
            if (opcode_3 == 7'b0000000) begin
              alu_code <= 6'd17;
            end
            else if (opcode_3 == 7'b0100000) begin
              alu_code <= 6'd18;
            end
          end
          3'b001: begin
              alu_code <= 6'd24;
          end
          3'b010: begin
              alu_code <= 6'd19;
          end
          3'b011: begin
              alu_code <= 6'd20;
          end
          3'b100: begin
              alu_code <= 6'd21;
          end
          3'b101: begin
            if (opcode_3 == 7'b0000000) begin
              alu_code <= 6'd25;
            end
            else if (opcode_3 == 7'b0100000) begin
              alu_code <= 6'd26;
            end
          end
          3'b110: begin
              alu_code <= 6'd22;
          end
          3'b111: begin
              alu_code <= 6'd23;
          end
        endcase
      end
    7'b0110111: begin
        alu_op1_type <= 2'd0;
        alu_op2_type <= 2'd2;
        reg_w_enable <= 1'b1;
        is_load <= 1'b0;
        is_store <= 1'b0;
        is_halt <= 1'b0;
        src1_reg <= 0;
        src2_reg <= 0;
        dst_reg <= inst_b[11:7];
        imm <= {inst_b[31:12],{12{1'b0}}};
        alu_code <= 6'd0;
    end
    7'b0010111: begin
        alu_op1_type <= 2'd2;
        alu_op2_type <= 2'd3;
        reg_w_enable <= 1'b1;
        is_load <= 1'b0;
        is_store <= 1'b0;
        is_halt <= 1'b0;
        src1_reg <= 0;
        src2_reg <= 0;
        dst_reg <= inst_b[11:7];
        imm <= {inst_b[31:12],{12{1'b0}}};
        alu_code <= 6'd17;
    end
    7'b1101111: begin
        alu_op1_type <= 2'd0;
        alu_op2_type <= 2'd3;
        reg_w_enable <= 1'b1;
        if (inst_b[11:7] == 5'b00000) begin
          reg_w_enable <= 1'b0; 
        end
        is_load <= 1'b0;
        is_store <= 1'b0;
        is_halt <= 1'b0;
        src1_reg <= 0;
        src2_reg <= 0;
        dst_reg <= inst_b[11:7];
        imm <= {{11{inst_b[31]}},inst_b[31],inst_b[19:12],inst_b[20],inst_b[30:21],{1'b0}};
        alu_code <= 6'd1;
    end
    7'b1100111: begin
        alu_op1_type <= 2'd1;
        alu_op2_type <= 2'd3;
        reg_w_enable <= 1;
        if (inst_b[11:7] == 5'b00000) begin
          reg_w_enable <= 1'b0; 
        end
        is_load <= 1'b0;
        is_store <= 1'b0;
        is_halt <= 1'b0;
        src1_reg <= inst_b[19:15];
        src2_reg <= 0;
        dst_reg <= inst_b[11:7];
        imm <= {{20{inst_b[31]}},inst_b[31:20]};
        alu_code <= 6'd2;
    end
    7'b1100011:begin
        alu_op1_type <= 2'd1;
        alu_op2_type <= 2'd1;
        reg_w_enable <= 1'b0;
        is_load <= 1'b0;
        is_store <= 1'b0;
        is_halt <= 1'b0;
        src1_reg <= inst_b[19:15];
        src2_reg <= inst_b[24:20];
        dst_reg <= 1'd0;
        imm <= {{19{inst_b[31]}},inst_b[31],inst_b[7],inst_b[30:25],inst_b[11:8],{1'b0}};
        case (opcode_2)
          3'b000: begin
            alu_code <= 6'd3;
          end
          3'b001: begin
            alu_code <= 6'd4;
          end
          3'b100: begin
            alu_code <= 6'd5;
          end
          3'b101: begin
            alu_code <= 6'd6;
          end
          3'b110: begin
            alu_code <= 6'd7;
          end
          3'b111: begin
            alu_code <= 6'd8;
          end
        endcase
    end
    7'b0100011: begin
        alu_op1_type <= 2'd1;
        alu_op2_type <= 2'd2;
        reg_w_enable <= 1'b0;
        is_load <= 1'b0;
        is_store <= 1'b1;
        is_halt <= 1'b0;
        src1_reg <= inst_b[19:15];
        src2_reg <= inst_b[24:20];
        dst_reg <= 1'd0;
        imm <= {{20{inst_b[31]}},inst_b[31:25],inst_b[11:7]};
      case (opcode_2)
        3'b000: begin
          alu_code <= 6'd14;
        end
        3'b001: begin
          alu_code <= 6'd15;
        end
        3'b010: begin
          alu_code <= 6'd16;
        end
      endcase
    end
    7'b0000011: begin
        alu_op1_type <= 2'd1;
        alu_op2_type <= 2'd2;
        reg_w_enable <= 1'b1;
        is_load <= 1'b1;
        is_store <= 1'b0;
        is_halt <= 1'b0;
        src1_reg <= inst_b[19:15];
        src2_reg <= 0;
        dst_reg <= inst_b[11:7];
        imm <= {{20{inst_b[31]}},inst_b[31:20]};
        case (opcode_2)
          3'b000: begin
            alu_code <= 6'd9;
          end
          3'b001: begin
            alu_code <= 6'd10;
          end
          3'b010: begin
            alu_code <= 6'd11;
          end
          3'b100: begin
            alu_code <= 6'd12;
          end
          3'b101: begin
            alu_code <= 6'd13;
          end
        endcase
    end
    default: begin
      src1_reg <= 1'd0;
      src2_reg <= 1'd0;
      dst_reg <= 1'd0;
      imm <= 32'd0;
      alu_code <= 6'd63;
      alu_op1_type <= 2'd0;
      alu_op2_type <= 2'd0;
      reg_w_enable <= 1'b0;
      is_load <= 1'b0;
      is_store <= 1'b0;
      is_halt <= 1'b1;
    end
    endcase
  end
endmodule
</file>
<file path="run.sh">
#!/bin/bash
# OpenROAD 26Q1-2900-gdf79404cd8, Yosys 0.63+post, stock flow scripts
make -C /OpenROAD-flow-scripts/flow DESIGN_CONFIG=/design/flow/config.mk WORK_HOME=/design/flow/orfs finish
</file>
==> results.txt <==
impl run done, here's what came out: Pins Over Slew Limit 0, shortest clock period the worst path allows after layout 3950 ps, area of the synthesized netlist per yosys stat 1970 um^2, post-synthesis cell type count 54, Finish-stage setup viols 0, arrival time of the worst setup path 2950 ps, RSZ-0062 raised after global routing false, TritonCTS clock tree built, cell types with the largest area share after synthesis sky130_fd_sc_hd__dfxtp_1 (33%), sky130_fd_sc_hd__o21ai_0 (5.1%), sky130_fd_sc_hd__and2_1 (4.8%), critical path type flop to output port, largest net degree at the start of global routing 26, number of warnings issued by yosys 2, number of gates given a new drive strength after cts 0, wire length per cell 15.5 um, commonest cells in the netlist sky130_fd_sc_hd__dfxtp_1 (32), sky130_fd_sc_hd__nor2_1 (23), sky130_fd_sc_hd__nand2_1 (20), sky130_fd_sc_hd__o21ai_0 (20), sky130_fd_sc_hd__and2_1 (15), Registers, synthesis 38, result of the run finished, final reports clean, count of unclocked register or latch pins 6, Post-CTS Setup Repair Bufs 0, post-layout period usage of the worst path 79.1%, cell chosen for the clock root sky130_fd_sc_hd__clkbuf_8, total count of hold-check failures in the final report 0, filler instances 1,030, number of buffers inserted for hold repair after clock tree synthesis 0, worst-path fanout max 25, height of the die 121 um, relative area change from synthesis to final layout 55.9%, routed via count 2,079, worst hold path type input pin to flop, Inst Count DP 454, leakage power total around 1.2 nW, number of primary I/O pins 94, maximum clock insertion buffer count 2, leading cell type by number of instances after synthesis sky130_fd_sc_hd__dfxtp_1, average size of a mapped cell around 8.0 um^2, core area 9860 um^2, worst slew pin tran 824 ps, fp_density 20.0%, fraction of layout instances using a drive strength above 1 under 10%, die width 121 um, first drt pass iteration count 4, worst slack on hold paths 1160 ps, number of global-route vias before repair 2,002, Power Dens Cells 189 nW/um^2, total standard cell area after synthesis 1970 um^2, Avg Vias per Cell roughly 4.5, Fmax 0.253 GHz, total gr overflow 0, worst IR drop on VDD 0.108 mV, Placer Congestion 0.932, remaining antenna violation count after routing 0, count of routing violations after the opening detailed-route iteration about 160, cell area after placement 2980 um^2, Post-synth EDFFs 0, number of logged tool warnings 25, final instance area between 3000 and 4000 um^2, primary flip-flop cell chosen by synthesis mapping sky130_fd_sc_hd__dfxtp_1, Antenna Cells 0, overall power consumption 0.000582 W, first-pass GRT wire length 11,200 um, number of non-filler instances in the completed layout 462, Slew HR 44.6%, number of flip-flops under the largest register name 32, total die area 14,600 um^2, Critical Path RT about 4000 ps, count of endpoints without a timing constraint 12, ys async rst share 0%, cell type contributing the most total cell area after synthesis sky130_fd_sc_hd__dfxtp_1, post-detail-place hpwl around 5800 um, tally of max-capacitance violations 0, Min-Delay Path Depth 1, cell count after synthesis 246, DRC violations left 0, TritonCTS buffer count 5, clock transition at the registers of the reported paths 60 ps, wirelength, routed 7140 um, type of element capturing the critical path output port, Port-buffer cells a little over 90, final total negative setup slack 0 ps, initial antenna violation count 0, number of standard cells reported by yosys 246, GRT Overall Usage 9.51%, number of rows in the core area 36, startpoint class of the critical path flop, fraction of post-synthesis cell area in the top cell type by area 32.5%, H-tree depth 2
[per-layer routing]
layer  global-route usage [%]  part of all wire, %  up-vias
met5                        0                    0        -
met4                     1.21                  1.4        0
met3                     2.55                  8.5        8
met2                     16.5                   50       80
met1                     11.8                   40      954
li1                         -                    -     1037
[report_power, final]
group	internal [W]	total, W	leakage [nW]	switching (W)
clock	0.000112	0.000203	0.0455	0.0000905
combinational	0.0000551	0.0000846	0.816	0.0000295
sequential	0.000270	0.000295	0.321	0.0000250
[cell type report]
type / instances / area, um^2 / share of cell area [%]
well taps: 133 / 166 / 5.42
clock buffers: 8 / 90.1 / 2.93
inverters: 5 / 18.8 / 0.611
repair buffers: 94 / 938 / 30.5
multi-input cells: 184 / 1130 / 36.7
flip-flops and latches: 38 / 731 / 23.8
[worst max-delay path, stage by stage, from the launching register on]
cell                              delay (ps)
sky130_fd_sc_hd__dfxtp_1                 850
sky130_fd_sc_hd__and3b_1                 370
sky130_fd_sc_hd__a22oi_1                  90
sky130_fd_sc_hd__nor3_1                  670
sky130_fd_sc_hd__a21o_1                  210
sky130_fd_sc_hd__clkdlybuf4s50_1         470
[stage by stage]
step	setup WS [ps]	utilization, %
floorplan	2550	-
global placement	1420	30.2
CTS	1030	31.2
detailed placement	1360	30.2
finish	1050	31.2
global route	762	31.2
[cells in the final DEF, fill, tap and decap left out, types with 2 or more instances in the layout]
cell type and count:
sky130_fd_sc_hd__a21boi_0 2, sky130_fd_sc_hd__a21o_1 10, sky130_fd_sc_hd__a21oi_1 9, sky130_fd_sc_hd__a22o_1 5, sky130_fd_sc_hd__and2_1 15, sky130_fd_sc_hd__and3b_1 4, sky130_fd_sc_hd__clkbuf_1 2, sky130_fd_sc_hd__clkbuf_8 6
sky130_fd_sc_hd__clkdlybuf4s50_1 93, sky130_fd_sc_hd__dfxtp_1 32, sky130_fd_sc_hd__dlxtn_1 6, sky130_fd_sc_hd__inv_1 5, sky130_fd_sc_hd__nand2_1 20, sky130_fd_sc_hd__nand2b_1 3, sky130_fd_sc_hd__nand3_1 8, sky130_fd_sc_hd__nand3b_1 2
sky130_fd_sc_hd__nand4_1 2, sky130_fd_sc_hd__nand4b_1 2, sky130_fd_sc_hd__nor2_1 23, sky130_fd_sc_hd__nor2b_1 6, sky130_fd_sc_hd__nor3_1 12, sky130_fd_sc_hd__nor3b_1 3, sky130_fd_sc_hd__nor4_1 2, sky130_fd_sc_hd__o211ai_1 2
sky130_fd_sc_hd__o21ai_0 20, sky130_fd_sc_hd__o31ai_1 3, sky130_fd_sc_hd__or2_2 2, sky130_fd_sc_hd__or4_1 2, sky130_fd_sc_hd__xnor2_1 3
[path summary, 6_finish.rpt]
check          start             end  slack, ps
min       inst_b[16]  inst_b_reg[16]       1160
max    inst_b_reg[6]         imm[15]       1050
[logic make-up (layout without fill, tap and decap cells)]
group / after synthesis / in the layout / share of synthesized area, %
and+or+nand+nor: 115 / 115 / 33.0
AOI/OAI and AO/OA: 66 / 66 / 22.9
xor gates and xnor gates: 3 / 3 / 1.33
buffers and inverters: 24 / 107 / 5.65
DFF: 32 / 32 / 32.5
latches: 6 / 6 / 4.57
Power is estimated from default activity; no workload was simulated.
