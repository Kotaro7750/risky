File: /design/flow/config.mk
export PLATFORM = sky130hd
export DESIGN_NAME = reg_file
export DESIGN_NICKNAME = reg_file
export VERILOG_FILES = /design/flow/design.v
export SDC_FILE = /design/flow/constraint.sdc
export NUM_CORES = 4
export LEC_CHECK = 1
export CORE_UTILIZATION = 50
File: /design/flow/constraint.sdc
current_design reg_file

set clk_period 12.4
set clk_io_pct 0.2

create_clock -name clk0 -period $clk_period [get_ports {clk}]

set non_clock_inputs [all_inputs -no_clocks]
set_input_delay [expr $clk_period * $clk_io_pct] -clock clk0 $non_clock_inputs
set_output_delay [expr $clk_period * $clk_io_pct] -clock clk0 [all_outputs]
File: /design/flow/run.sh
#!/bin/bash
# OpenROAD 26Q1-2900-gdf79404cd8, Yosys 0.63+post, stock flow scripts
make -C /OpenROAD-flow-scripts/flow DESIGN_CONFIG=/design/flow/config.mk WORK_HOME=/design/flow/orfs finish
File: /design/flow/design.v
`timescale 1ns / 1ps
module reg_file(clk, rstd, w_data, r_addr1, r_addr2, w_addr, w_enable, r_data1, r_data2);
	input	clk, rstd, w_enable;
	input	[31:0]	w_data;
	input	[4:0]	r_addr1, r_addr2, w_addr;
	output	[31:0]	r_data1, r_data2;
	reg		[31:0]	register_file[0:31];
  wire [31:0] sum;
  assign sum = register_file[3];
	assign r_data1 = register_file[r_addr1];
	assign r_data2 = register_file[r_addr2];
	always @(negedge rstd or posedge clk) begin
    if (rstd == 0)	begin
      for (integer i = 0; i < 32; i = i+1) begin
        register_file[i] <= 32'h00000000;
      end
    end
    else if (w_enable == 1)	begin
      register_file[w_addr] <= w_data;
    end
  end
endmodule
==> metrics.yaml <==
setup_path:
  r2r_start: "register_file[28][17]"
  cp-start-kind: "input pin"
  worstPathRequired_ns: 9.92
  worstPathMaxFanout: 23
  crit_path_end_kind: "output pin"
  crit_start: "r_addr1[0]"
  critical_path_arrival_ns: 7.26
  path_class: "input pin to output pin"
floorplan:
  fp_util: 0.5060
  core_um2: 102000
  die_x_um: 323.3
  rows: 117
  pin_count: 114
  die-area_um2: 104500
  die_h_um: 323.3
worst_hold_path:
  hold_class: "register to register"
  holdCritStartpoint: "register_file[2][21]"
routing:
  dr.pass1.iters: 9
  first_iter_violations: 6220
  vias_per_cell: 7.812
  wire_per_inst_um: 46.96
  drt_wl_total_um: 276400
  num_vias: 45980
  ant_nets: 0
  remaining_drc_errors: 0
place:
  dp_slack_ns: 3.161
  place.gp.congestion: 1.117
  dp_hpwl_um: 165500
  port_buffers: 113
global_routing:
  grt_pass1_vias: 45132
  grt-ovfl-total: 0
  antenna_found_initial: 15
  grt_max_degree: 124
  grt_pass1_wl_um: 375400
  track_usage: 0.5595
cts:
  numClockSinks: 1024
  cts_tree: "yes"
  clockBufferDepth: 3
  h-tree-depth: 3
  cts_setup_buffers: 0
  clkSlewWorstSetupHoldPaths_ns: 0.06
  cts_resized: 0
  clk_latency_ns: 0.71
  ctsRootBufferMaster: "clkbuf_16"
  ctsHoldBuffers: 0
  cts_buffers: 108
flow_run:
  warning_count: 41
  max-cap-violations: 0
final_timing:
  hold_viol: 0
  rsz0062_at_grt: "no"
  tns_ns: 0
  fin_crit_ns: 9.743
  worst_slack_ns: 2.657
  fmax_mhz: 102.6
  slew_violations: 0
  maxSlewHeadroom: 0.2127
  finalSetupViolCount: 0
  worst_pin_slew_ns: 1.178
  skew_ns: 0
  finalCritPeriodShare: 0.7857
synthesis:
  synth_flops: 1024
  area_leaders: "dfrtp_1, mux2_2, a22oi_1"
  syn_inst: 4365
  syn_area_per_cell_um2: 11.83
  flop_cell: "dfrtp_1"
  yosys-stat-area_um2: 51620
  synth_cell_types: 68
  synth_seq_share: 0.4964
  synth_top_area_share: 0.4964
  synth.most_common_cell: "mux2_2"
  synth-edff-count: 0
  ys_top_cells_by_count: "mux2_2, dfrtp_1, a22oi_1"
  postSynth.asyncResetShare: 1.000
  ys_cells: 4365
  synth_warnings: 2
  syn_area_um2: 51620
  top_area_cell: "dfrtp_1"
power:
  vdd_drop_max_mv: 0.1472
  leakagePower_nw: 25.34
  power_density_nw_per_um2: 164.0
run_status:
  status: "completed"
layout:
  top_register: "register_file"
  reg_top3: "register_file: 1024 flops"
  area_delta_synth_final_pct: 14.22
  largest_register_ff_count: 1024
  layout-drive-gt1-share: 0.3508
## critical path, stage by stage
cell	delay [ns]
buf_2	0.57
buf_4	0.52
nand2_1	0.27
buf_4	0.31
nor2_4	0.62
buf_4	0.63
a221oi_1	0.20
o2111ai_1	0.18
nor2_1	0.10
a31oi_1	0.70
clkdlybuf4s50_1	0.61
## cell families (layout without fill, tap and decap cells)
logic type      after synthesis  count (layout)  share of synthesized area
simple gates                729             729                    0.07007
other cells                   0              23                          0
buf+inv                     427             557                    0.03548
flops                      1024            1024                     0.4964
compound gates             1079            1079                     0.1571
mux                        1106            1106                     0.2410
## layer usage
metal,wire [um],track usage
met1,94050,0.6956
met2,104700,0.6926
met3,51010,0.3985
met4,25910,0.3597
met5,677,0.04954
## where the power goes
| part | internal (W) | switching [W] |
|---|---|---|
| clock | 0.00214 | 0.00142 |
| sequential | 0.00399 | 0.000675 |
| combinational | 0.000751 | 0.000695 |
## final cells by class
class	instances	area (um^2)
Antenna cell	23	57.56
Clock buffer	165	3283
Clock inverter	31	558.0
Fill cell	8480	43070
Inverter	5	18.77
Multi-Input combinational cell	2914	24760
Sequential cell	1024	25620
Tap cell	1368	1712
Timing Repair Buffer	356	2950
## path summary, 6_finish.rpt
path | to | slack [ns] | cells past startpoint
worst max-delay path | r_data1[31] | 2.66 | 11
worst min-delay path | register_file[2][21] | 0.53 | 1
worst max register to register | register_file[28][17] | 11.38 | 1
worst min register to register | register_file[2][21] | 0.53 | 1
max in group asynchronous | register_file[14][20] | 7.63 | 5
min in group asynchronous | register_file[10][7] | 1.77 | 1
## through the flow
stage | hold WS [ns] | power, W | utilization | cells | area (um^2)
5_1_grt | 0.5378 | 0.009917 | 0.5774 | 5865 | 58910
3_5_place_dp | 0.5184 | 0.006068 | 0.5397 | 5667 | 55070
4_1_cts | 0.5314 | 0.009585 | 0.5773 | 5863 | 58910
6_report | 0.5320 | 0.009672 | 0.5779 | 5886 | 58970
3_3_place_gp | 0.5103 | 0.006046 | 0.5397 | 5667 | 55070
2_1_floorplan | 0.4876 | 0.005282 | - | 4365 | 51620
## cell usage in the layout, fill, tap and decap left out, drive strengths merged, types with 8 or more instances in the layout
cell / synthesis / routed
a31oi: 23 / 23
a222oi: 18 / 18
diode: 0 / 23
a221oi: 35 / 35
mux2i: 55 / 55
o32a: 25 / 25
clkinv: 0 / 14
nor4: 27 / 27
clkbuf: 207 / 165
nor2: 179 / 179
mux2: 1046 / 1046
clkdlybuf4s50: 0 / 102
a2111oi: 13 / 13
nand3: 55 / 55
a32oi: 21 / 21
dfrtp: 1024 / 1024
a21oi: 76 / 76
and2: 10 / 10
nor3: 43 / 43
nand4: 104 / 104
a211oi: 8 / 8
a22o: 49 / 49
nor2b: 23 / 23
nand2b: 15 / 15
buf: 215 / 254
nand3b: 10 / 10
nand2: 206 / 206
bufinv: 0 / 16
o2111ai: 8 / 8
and4: 17 / 17
o22ai: 9 / 9
a22oi: 711 / 711
or3: 9 / 9
o21ai: 35 / 35
No activity file was given, so power comes from the tool's default toggle rates.
